==> design.v <==
module alu_decoder (ALUOp, funct3, funct7, ALUControl, Op);
    input [2:0] funct3;
    input [6:0] funct7, Op;
    input [1:0] ALUOp;
    output [2:0] ALUControl;
    wire [1:0] concatanation;
    assign concatanation = {Op[5], funct7[5]};
    assign ALUControl = (ALUOp == 2'b00) ? 3'b000 :
                        (ALUOp == 2'b01) ? 3'b001 :
                        ((ALUOp == 2'b10) & (funct3 == 3'b000) & 
                        ((concatanation == 2'b00) || (concatanation == 2'b01) || (concatanation == 2'b10))) ? 3'b000 :
                        ((ALUOp == 2'b10) & (funct3 == 3'b000) & (concatanation == 2'b11)) ? 3'b001 :
                        ((ALUOp == 2'b10) & (funct3 == 3'b010)) ? 3'b101 :
                        ((ALUOp == 2'b01) & (funct3 == 3'b110)) ? 3'b011 :
                        ((ALUOp == 2'b01) & (funct3 == 3'b111)) ? 3'b010 : 3'b000;
endmodule
module main_decoder(Op,zero,RegWrite,MemWrite,ImmSrc,ALUSrc,ResultSrc, ALUOp,Branch);
    input zero;
    input [6:0] Op;
    output RegWrite,Branch;
    output [1:0] ImmSrc,ALUOp;
    output ALUSrc;
    output MemWrite;
    output ResultSrc;
    assign RegWrite = ((Op == 7'b0000011 | Op == 7'b0110011)) ? 1'b1 : 1'b0 ;
    assign MemWrite = ((Op == 7'b0100011))? 1'b1 : 1'b0 ;
    assign ResultSrc = ((Op == 7'b0000011)) ? 1'b1 : 1'b0;
    assign ALUSrc = ((Op == 7'b0000011 | Op == 7'b0100011)) ? 1'b1 : 1'b0 ;
    assign Branch = ((Op == 7'b1100011)) ? 1'b1 : 1'b0;
    assign ImmSrc = ((Op == 7'b0100011)) ? 2'b01 : ((Op == 7'b1100011)) ? 2'b10 :2'b00;
    assign ALUOp =  ((Op == 7'b1100011)) ? 2'b01 : ((Op == 7'b0110011)) ? 2'b10 :2'b00;
endmodule
module Control_Unit_Top(Op,RegWrite,ImmSrc,ALUSrc,MemWrite,ResultSrc,Branch,funct3,funct7,ALUControl);
    input [6:0]Op,funct7;
    input [2:0]funct3;
    output RegWrite,ALUSrc,MemWrite,ResultSrc,Branch;
    output [1:0]ImmSrc;
    output [2:0]ALUControl;
    wire [1:0]ALUOp;
 main_decoder Main_Decoder(.Op(Op),
                           .zero(),
                           .RegWrite(RegWrite),
                           .MemWrite(MemWrite),
                           .ImmSrc(ImmSrc),
                           .ALUSrc(ALUSrc),
                           .ResultSrc(ResultSrc),
                           .ALUOp(ALUOp),
                           .Branch(Branch)
                           );
alu_decoder ALU_decoder (.ALUOp(ALUOp), 
                         .funct3(funct3),
                         .funct7(funct7),
                         .ALUControl(ALUControl),
                         .Op(Op));
endmodule
==> run.sh <==
#!/bin/bash
# OpenROAD 26Q1-2900-gdf79404cd8, Yosys 0.63+post, stock flow scripts
make -C /OpenROAD-flow-scripts/flow DESIGN_CONFIG=/design/flow/config.mk WORK_HOME=/design/flow/orfs finish
==> config.mk <==
export PLATFORM = sky130hd
export DESIGN_NAME = Control_Unit_Top
export DESIGN_NICKNAME = Control_Unit_Top
export VERILOG_FILES = /design/flow/design.v
export SDC_FILE = /design/flow/constraint.sdc
export NUM_CORES = 4
export LEC_CHECK = 1
export CORE_AREA = 10 10 70 70
export DIE_AREA = 0 0 80 80
==> constraint.sdc <==
current_design Control_Unit_Top

set clk_period 2.2
set clk_io_pct 0.2

create_clock -name clk0 -period $clk_period

set non_clock_inputs [all_inputs -no_clocks]
set_input_delay [expr $clk_period * $clk_io_pct] -clock clk0 $non_clock_inputs
set_output_delay [expr $clk_period * $clk_io_pct] -clock clk0 [all_outputs]
==> flow_summary_export.csv <==
group,metric,value,unit
status,outcome,"finished, final reports clean",
finish,finalInstanceArea,433,sq um
final_timing,period_needed,2080,ps
hold_path,hold_path.class,"input pin to primary output",
grt,grt_overflow_total,0,
finish,nClkBuffers,0,
finish,flop_area,0,sq um
worst_setup_path,worst_setup_path_start_kind,"input pin",
grt,grt_pass1_vias,225,
worst_setup_path,end_kind,"primary output",
flow_run,warnings,38,
finish,drive_gt1_frac,0.444,
place,dp_slack,-406,ps
final_timing,rsz0062_at_grt,"no",
final_timing,finalHoldViolCount,0,
floorplanning,dieWidth,80,microns
routing,dr.pass1.iters,2,
synthesis,syn_avg_cell_area,6.44,sq um
routing,routed_wl,740,microns
grt,grt_max_degree,5,
routing,antenna_cells,0,
routing,via_count,229,
place,portBuffers,20,
routing,ant_nets,0,
place,place_area,417,sq um
floorplanning,initCoreUtil,0.0377,
final_timing,finalSetupViolCount,0,
finish,post-route-util,0.127,
flow_run,drv_cap,0,
worst_setup_path,cp.arrival,1640,ps
grt,grt_pass1_wl,1120,microns
synthesis,top_area_frac,0.117,
worst_setup_path,required,1760,ps
pwr,ir_drop,0.0102,mV
place,dp_cells,90,
place,hpwl,656,microns
synthesis,ys_warn_count,0,
synthesis,yosysMostFrequentCell,"nor2_1",
finish,instances_no_fill,91,
grt,antenna_found_initial,0,
synthesis,yosysTopAreaCell,"buf_4",
routing,drc_errors,0,
grt,grt_usage,0.0210,
synthesis,syn_area,129,sq um
final_timing,fmax,0.481,GHz
synthesis,ys_types,15,
worst_setup_path,cp_max_fo,3,
synthesis,topCellsByArea,"buf_4 12%, nand2b_1 9.7%, nor2_1 8.7%, or3b_4 8.7%, nor3_2 7.8%",
floorplanning,design.core.area,3420,sq um
floorplanning,die-area,6400,sq um
synthesis,ys_cells,20,
finish,area_delta_synth_final,236,%
final_timing,maxSlewViolCount,0,
synthesis,ys_seq_share,0,
final_timing,fin_ws,123,ps
floorplanning,die-height,80,microns
worst_setup_path,timing_worst_setup_path_type,"input pin to primary output",
routing,drtIter0Drc,2,
final_timing,min_period_over_period,0.944,
finish,flops,0,
floorplanning,num_rows,21,
clock_network,ctsHoldBuffers,0,
place,gp_congestion,0.773,
pwr,p_leak,0.000180,uW
floorplanning,io_pins,27,
pwr,power_density,92.3,nW/um^2
synthesis,syn_inst,20,
synthesis,ys_area,129,sq um
routing,wl_per_cell,8.13,microns
routing,via_per_inst,2.52,
synthesis,synthTopCellsByCount,"3 x nor2_1, 2 x buf_4, 2 x nand2_1, 2 x nand2b_1",
## per-layer routing
metal | up-vias | track usage | routed length [microns]
li1 | 115 | - | -
met1 | 99 | 0.0270 | 300
met2 | 15 | 0.0345 | 320
met3 | 0 | 0.00795 | 119
met4 | 0 | 0 | 0
met5 | - | 0 | 0
## placed cells by master, fill, tap and decap left out
cell | Yosys | final
nor4_2 | 0 | 1
dlygate4sd2_1 | 0 | 6
nor2_2 | 0 | 1
xor2_1 | 1 | 1
nor2_1 | 3 | 2
or3b_4 | 1 | 1
a21oi_2 | 1 | 1
conb_1 | 1 | 1
clkdlybuf4s50_1 | 0 | 7
nand2b_2 | 0 | 1
buf_4 | 2 | 6
nand2_1 | 2 | 2
nor3_2 | 1 | 2
nand2b_1 | 2 | 1
dlymetal6s2s_1 | 0 | 1
or2_4 | 1 | 1
and2_4 | 0 | 1
clkdlybuf4s15_1 | 0 | 3
nor4b_2 | 0 | 1
buf_2 | 0 | 3
buf_6 | 0 | 1
o21ai_0 | 1 | 1
## worst paths after layout
kind	from	slack, ps	cells past startpoint	to
max	Op[2]	120	5	ResultSrc
min	Op[6]	1390	6	ALUControl[2]
## worst max-delay path, cell delays in order
cell and delay [ps]:
dlygate4sd2_1 230, or3b_4 410, buf_4 150, nor4_2 200, clkdlybuf4s15_1 210
## timing repair
| item | CTS | global route |
|---|---|---|
| pin swaps | 6 | 1 |
| buffers inserted | 1 | 0 |
| setup endpoints to repair | 9 | 4 |
| resized | 27 | 2 |
## per-stage QoR
stage / setup TNS [ps] / total power (uW) / hold WS [ps]
floorplan: 0 / 9.52 / 895
global placement: -3150 / 38.8 / 1820
detailed placement: -3240 / 39.2 / 1800
CTS: 0 / 40.2 / 1510
global route: 0 / 43.5 / 1440
finish: 0 / 40.0 / 1390
## power breakdown
| part | total (uW) | internal, uW | switching, uW | leakage (uW) |
|---|---|---|---|---|
| Combinational | 40.0 | 26.7 | 13.3 | 0.000180 |
| Sequential | 0 | 0 | 0 | 0 |
| Clock | 0 | 0 | 0 | 0 |
| Total | 40.0 | 26.7 | 13.3 | 0.000180 |
## cells by family (layout without fill, tap and decap cells)
logic type / count (synthesis) / in the layout / synth area share
and+or+nand+nor: 14 / 14 / 0.680
buffers and inverters: 2 / 27 / 0.116
other: 1 / 1 / 0.0291
xor gates and xnor gates: 1 / 1 / 0.0680
AOI/OAI and AO/OA: 2 / 2 / 0.107
## cell type report
class | count | area [sq um]
multi-input combinational | 18 | 139
fill | 396 | 2980
tap | 46 | 57.6
timing repair buffer | 27 | 236
No activity file was given, so power comes from the tool's default toggle rates.
